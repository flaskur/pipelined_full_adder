==> flow/design.v <==
`timescale 1ns / 1ps
module part3 #(
    parameter SIZE = 16
)(
    input clk,
    input [SIZE-1:0] a,
    input [SIZE-1:0] b,
    input cin,
    output [SIZE-1:0] s,
    output cout
);
    reg [SIZE:0]sum;
    always @(posedge clk) begin
        sum <= a + b + cin;
    end
    assign cout = sum[SIZE];
    assign s = sum[SIZE-1:0];
endmodule
`timescale 1ns / 1ps
module part4(
    input clk,
    input [127:0] a,
    input [127:0] b,
    input cin,
    output [127:0] s,
    output cout
);
    reg [31:0] pipe2_indelay1;
    reg [31:0] pipe3_indelay1;
    reg [31:0] pipe3_indelay2;
    reg [31:0] pipe4_indelay1;
    reg [31:0] pipe4_indelay2;
    reg [31:0] pipe4_indelay3;
    reg [31:0] pipe5_indelay1;
    reg [31:0] pipe5_indelay2;
    reg [31:0] pipe5_indelay3;
    reg [31:0] pipe5_indelay4;
    reg [31:0] pipe6_indelay1;
    reg [31:0] pipe6_indelay2;
    reg [31:0] pipe6_indelay3;
    reg [31:0] pipe6_indelay4;
    reg [31:0] pipe6_indelay5;
    reg [31:0] pipe7_indelay1;
    reg [31:0] pipe7_indelay2;
    reg [31:0] pipe7_indelay3;
    reg [31:0] pipe7_indelay4;
    reg [31:0] pipe7_indelay5;
    reg [31:0] pipe7_indelay6;
    reg [31:0] pipe8_indelay1;
    reg [31:0] pipe8_indelay2;
    reg [31:0] pipe8_indelay3;
    reg [31:0] pipe8_indelay4;
    reg [31:0] pipe8_indelay5;
    reg [31:0] pipe8_indelay6;
    reg [31:0] pipe8_indelay7;
    wire [15:0] sum_out1;
    wire [15:0] sum_out2;
    wire [15:0] sum_out3;
    wire [15:0] sum_out4;
    wire [15:0] sum_out5;
    wire [15:0] sum_out6;
    wire [15:0] sum_out7;
    wire [15:0] sum_out8;  
    reg [15:0] pipe1_outdelay1;
    reg [15:0] pipe1_outdelay2;
    reg [15:0] pipe1_outdelay3;
    reg [15:0] pipe1_outdelay4;
    reg [15:0] pipe1_outdelay5;
    reg [15:0] pipe1_outdelay6;
    reg [15:0] pipe1_outdelay7;
    reg [15:0] pipe2_outdelay1;
    reg [15:0] pipe2_outdelay2;
    reg [15:0] pipe2_outdelay3;
    reg [15:0] pipe2_outdelay4;
    reg [15:0] pipe2_outdelay5;
    reg [15:0] pipe2_outdelay6;
    reg [15:0] pipe3_outdelay1;
    reg [15:0] pipe3_outdelay2;
    reg [15:0] pipe3_outdelay3;
    reg [15:0] pipe3_outdelay4;
    reg [15:0] pipe3_outdelay5;
    reg [15:0] pipe4_outdelay1;
    reg [15:0] pipe4_outdelay2;
    reg [15:0] pipe4_outdelay3;
    reg [15:0] pipe4_outdelay4;
    reg [15:0] pipe5_outdelay1;
    reg [15:0] pipe5_outdelay2;
    reg [15:0] pipe5_outdelay3;
    reg [15:0] pipe6_outdelay1;
    reg [15:0] pipe6_outdelay2;
    reg [15:0] pipe7_outdelay1;
    wire pipe1_carry;
    wire pipe2_carry;
    wire pipe3_carry;
    wire pipe4_carry;
    wire pipe5_carry;
    wire pipe6_carry;
    wire pipe7_carry; 
    wire pipe8_carry;
    part3 #(.SIZE(16)) full_adder_one(.clk(clk), .a(a[15:0]), .b(b[15:0]), .cin(cin), .s(sum_out1), .cout(pipe1_carry));
    part3 #(.SIZE(16)) full_adder_two(.clk(clk), .a(pipe2_indelay1[31:16]), .b(pipe2_indelay1[15:0]), .cin(pipe1_carry), .s(sum_out2), .cout(pipe2_carry));
    part3 #(.SIZE(16)) full_adder_three(.clk(clk), .a(pipe3_indelay2[31:16]), .b(pipe3_indelay2[15:0]), .cin(pipe2_carry), .s(sum_out3), .cout(pipe3_carry));
    part3 #(.SIZE(16)) full_adder_four(.clk(clk), .a(pipe4_indelay3[31:16]), .b(pipe4_indelay3[15:0]), .cin(pipe3_carry), .s(sum_out4), .cout(pipe4_carry));
    part3 #(.SIZE(16)) full_adder_five(.clk(clk), .a(pipe5_indelay4[31:16]), .b(pipe5_indelay4[15:0]), .cin(pipe4_carry), .s(sum_out5), .cout(pipe5_carry));
    part3 #(.SIZE(16)) full_adder_six(.clk(clk), .a(pipe6_indelay5[31:16]), .b(pipe6_indelay5[15:0]), .cin(pipe5_carry), .s(sum_out6), .cout(pipe6_carry));
    part3 #(.SIZE(16)) full_adder_seven(.clk(clk), .a(pipe7_indelay6[31:16]), .b(pipe7_indelay6[15:0]), .cin(pipe6_carry), .s(sum_out7), .cout(pipe7_carry));
    part3 #(.SIZE(16)) full_adder_eight(.clk(clk), .a(pipe8_indelay7[31:16]), .b(pipe8_indelay7[15:0]), .cin(pipe7_carry), .s(sum_out8), .cout(pipe8_carry));
    assign cout = pipe8_carry;
    assign s = {sum_out8, pipe7_outdelay1, pipe6_outdelay2, pipe5_outdelay3, pipe4_outdelay4, pipe3_outdelay5, pipe2_outdelay6, pipe1_outdelay7};
    always @(posedge clk) begin
        pipe2_indelay1 <= {a[31:16], b[31:16]};
        pipe3_indelay1 <= {a[47:32], b[47:32]};
        pipe3_indelay2 <= pipe3_indelay1;
        pipe4_indelay1 <= {a[63:48], b[63:48]};
        pipe4_indelay2 <= pipe4_indelay1;
        pipe4_indelay3 <= pipe4_indelay2;
        pipe5_indelay1 <= {a[79:64], b[79:64]};
        pipe5_indelay2 <= pipe5_indelay1;
        pipe5_indelay3 <= pipe5_indelay2;
        pipe5_indelay4 <= pipe5_indelay3;
        pipe6_indelay1 <= {a[95:80], b[95:80]};
        pipe6_indelay2 <= pipe6_indelay1;
        pipe6_indelay3 <= pipe6_indelay2;
        pipe6_indelay4 <= pipe6_indelay3;
        pipe6_indelay5 <= pipe6_indelay4;
        pipe7_indelay1 <= {a[111:96], b[111:96]};
        pipe7_indelay2 <= pipe7_indelay1;
        pipe7_indelay3 <= pipe7_indelay2;
        pipe7_indelay4 <= pipe7_indelay3;
        pipe7_indelay5 <= pipe7_indelay4;
        pipe7_indelay6 <= pipe7_indelay5;
        pipe8_indelay1 <= {a[127:112], b[127:112]};
        pipe8_indelay2 <= pipe8_indelay1;
        pipe8_indelay3 <= pipe8_indelay2;
        pipe8_indelay4 <= pipe8_indelay3;
        pipe8_indelay5 <= pipe8_indelay4;
        pipe8_indelay6 <= pipe8_indelay5;
        pipe8_indelay7 <= pipe8_indelay6;
        pipe1_outdelay1 <= sum_out1;
        pipe1_outdelay2 <= pipe1_outdelay1;
        pipe1_outdelay3 <= pipe1_outdelay2;
        pipe1_outdelay4 <= pipe1_outdelay3;
        pipe1_outdelay5 <= pipe1_outdelay4;
        pipe1_outdelay6 <= pipe1_outdelay5;
        pipe1_outdelay7 <= pipe1_outdelay6;
        pipe2_outdelay1 <= sum_out2;
        pipe2_outdelay2 <= pipe2_outdelay1;
        pipe2_outdelay3 <= pipe2_outdelay2;
        pipe2_outdelay4 <= pipe2_outdelay3;
        pipe2_outdelay5 <= pipe2_outdelay4;
        pipe2_outdelay6 <= pipe2_outdelay5;
        pipe3_outdelay1 <= sum_out3;
        pipe3_outdelay2 <= pipe3_outdelay1;
        pipe3_outdelay3 <= pipe3_outdelay2;
        pipe3_outdelay4 <= pipe3_outdelay3;
        pipe3_outdelay5 <= pipe3_outdelay4;
        pipe4_outdelay1 <= sum_out4;
        pipe4_outdelay2 <= pipe4_outdelay1;
        pipe4_outdelay3 <= pipe4_outdelay2;
        pipe4_outdelay4 <= pipe4_outdelay3;
        pipe5_outdelay1 <= sum_out5;
        pipe5_outdelay2 <= pipe5_outdelay1;
        pipe5_outdelay3 <= pipe5_outdelay2;
        pipe6_outdelay1 <= sum_out6;
        pipe6_outdelay2 <= pipe6_outdelay1;
        pipe7_outdelay1 <= sum_out7;
    end
endmodule
==> flow/constraint.sdc <==
current_design part4

set clk_period 9.1
set clk_io_pct 0.2

create_clock -name clk0 -period $clk_period [get_ports {clk}]

set non_clock_inputs [all_inputs -no_clocks]
set_input_delay [expr $clk_period * $clk_io_pct] -clock clk0 $non_clock_inputs
set_output_delay [expr $clk_period * $clk_io_pct] -clock clk0 [all_outputs]
==> flow/config.mk <==
export PLATFORM = sky130hd
export DESIGN_NAME = part4
export DESIGN_NICKNAME = part4
export VERILOG_FILES = /design/flow/design.v
export SDC_FILE = /design/flow/constraint.sdc
export NUM_CORES = 4
export LEC_CHECK = 1
export CORE_UTILIZATION = 50
==> flow/run.sh <==
#!/bin/bash
# OpenROAD 26Q1-2900-gdf79404cd8, Yosys 0.63+post, stock flow scripts
make -C /OpenROAD-flow-scripts/flow DESIGN_CONFIG=/design/flow/config.mk WORK_HOME=/design/flow/orfs finish
==> impl_metrics.env <==
# physical design summary
export IMPL_cts_setup_buffers=0
export IMPL_fin_crit_ns=4.018
export IMPL_synth_cell_area_um2=35100
export IMPL_fp_dieH_um=267.0
export IMPL_cp_required_ns=9.67
export IMPL_fp_util=0.5082
export IMPL_min_delay_path_class="reg -> reg"
export IMPL_clkPwrFrac=0.409
export IMPL_top_cell_area_share=0.8441
export IMPL_areaGrowthSynthToFinish_pct=27.62
export IMPL_grt_overflow=0
export IMPL_tns_ns=0
export IMPL_rrSetupSlack_ns=6.10
export IMPL_chipArea_um2=71270
export IMPL_common_cells="dfxtp_1, ha_1, a21oi_1"
export IMPL_grt_max_degree=17
export IMPL_stdcell_area_um2=44800
export IMPL_num_rows=96
export IMPL_maxClockFrequency_mhz=248.9
export IMPL_crit_start="a[0]"
export IMPL_peakVddDrop_mv=0.2443
export IMPL_top_cells_by_area="dfxtp_1, ha_1, xnor2_1"
export IMPL_hold_viol=0
export IMPL_synthMuxAreaShare=0
export IMPL_edf_count=0
export IMPL_ys_seq_frac=0.8441
export IMPL_swShare=0.1927
export IMPL_powerDensity_nw_per_um2=310.6
export IMPL_r2r_cells=9
export IMPL_syn_inst=2177
export IMPL_hpwlAfterDp_um=32910
export IMPL_core_area_um2=69070
export IMPL_finalCritPeriodShare=0.4415
export IMPL_synth_cell_types=65
export IMPL_synthArstFlopShare=0
export IMPL_syn_avg_cell_area_um2=16.12
export IMPL_gp_congestion=0.8613
export IMPL_wl_um=49650
export IMPL_instances_no_fill=3733
export IMPL_p_switching_mw=2.681
export IMPL_slew_headroom=0.6631
export IMPL_cts_sinks=1480
export IMPL_yosys_area_share_aoi=0.05176
export IMPL_cts_root_buf="clkbuf_16"
export IMPL_flop_cell="dfxtp_1"
export IMPL_rsz0062_at_grt="no"
export IMPL_fin_skew_ns=0.02346
export IMPL_hold_end="pipe6_indelay5[4]$_DFF_P_"
export IMPL_avgRoutedWirePerCell_um=13.30
export IMPL_seq_power_share=0.537
export IMPL_grt_usage=0.1480
export IMPL_antenna_found_initial=19
export IMPL_setup_viol=0
export IMPL_synthTopLogicFamily="adder cells"
export IMPL_clock_path_buffers=3
export IMPL_worst_setup_path_end_kind="flip-flop"
export IMPL_min_path_cells=0
export IMPL_drv_slew=0
export IMPL_die_w_um=267.0
export IMPL_ys_cells=2177
export IMPL_grt_pass1_vias=15760
export IMPL_post_dp_cell_area_um2=40120
export IMPL_simple_gate_share=0.02559
export IMPL_rr_endpoint="full_adder_four.sum[14]$_DFF_P_"
export IMPL_maxCapViolCount=0
export IMPL_drc=0
export IMPL_yosysTopAreaCell="dfxtp_1"
export IMPL_post_route_cells_drive_above_1_share=0.08476
export IMPL_h_tree_depth=4
export IMPL_p_int_mw=11.23
export IMPL_top_cell="dfxtp_1"
export IMPL_cts_resized=0
export IMPL_clock_latency_ns=0.68
export IMPL_p_leak_nw=18.80
export IMPL_hold_buffers=0
export IMPL_place_detailed_instances=3492
export IMPL_xor_share=0.02345
export IMPL_cts_buffers=136
export IMPL_r2r_start="full_adder_three.sum[16]$_DFF_P_"
export IMPL_synth_warnings=2
export IMPL_cp_arrival_ns=4.58
export IMPL_adder_share=0.05190
export IMPL_status="complete, no violations"
export IMPL_criticalPathCategory="in -> reg"
export IMPL_cts_tree="yes"
export IMPL_yosysChipArea_um2=35100
export IMPL_path_clk_slew_ns=0.06
export IMPL_drtPass1Iterations=6
export IMPL_worstHoldStart="pipe6_indelay4[4]$_DFF_P_"
export IMPL_cp_start_kind="input port"
export IMPL_io_pins=387
export IMPL_drtAntennaViolNets=0
export IMPL_combPwrFrac=0.054
export IMPL_worst_pin_slew_ns=0.5043
export IMPL_drt_iter0_drc=578
export IMPL_port_buffers=386
export IMPL_ys_ff=1480
export IMPL_grt_pass1_wl_um=77920
export IMPL_cp_max_fo=2
export IMPL_vias_per_cell=4.281
export IMPL_warnings=26
export IMPL_vias=15980
[power by group through the flow]
| stage | Sequential (mW) | Combinational, mW | Clock, mW |
|---|---|---|---|
| finish | 7.47 | 0.752 | 5.69 |
| CTS | 7.49 | 0.765 | 5.87 |
| global route | 7.55 | 0.832 | 6.16 |
[how the worst max path moves through the flow]
stage | endpoint | slack, ns | cells after the start
after CTS | full_adder_one.sum[14]$_DFF_P_ | 5.16 | 10
after global routing | full_adder_one.sum[14]$_DFF_P_ | 4.97 | 10
final | full_adder_one.sum[14]$_DFF_P_ | 5.08 | 10
[cells by family after synthesis]
| kind of cell | after synthesis |
|---|---|
| simple gates | 179 |
| fa+ha+maj | 136 |
| compound gates | 258 |
| xor+xnor | 94 |
| flops | 1480 |
| buf+inv | 30 |
[per-stage QoR]
stage | utilization | hold slack [ns] | setup WS, ns | power (mW)
after detailed placement | 0.5809 | 0.3121 | 4.415 | 8.374
final | 0.6486 | 0.3066 | 5.082 | 13.92
after floorplan | - | 0.3096 | 5.036 | 7.831
after CTS | 0.6484 | 0.3071 | 5.161 | 14.13
after global placement | 0.5809 | 0.3095 | 4.453 | 8.364
after global routing | 0.6486 | 0.3063 | 4.972 | 14.54
[final cells by class]
| class | instances | area [um^2] |
|---|---|---|
| antenna | 6 | 15.01 |
| timing repair buffer | 386 | 3864 |
| tap | 931 | 1165 |
| fill | 4762 | 24270 |
| clock inverter | 48 | 726.9 |
| sequential | 1480 | 29630 |
| inverter | 28 | 105.1 |
| multi-input combinational | 667 | 5360 |
| clock buffer | 187 | 3933 |
[layer usage]
metal,vias to the layer above,part of all wire,global-route usage
li1,8290,-,-
met1,7182,0.43,0.2048
met2,348,0.47,0.2286
met3,140,0.068,0.04722
met4,22,0.033,0.05436
met5,-,0.0027,0
[cells in the final DEF (no fill, tap or decap), types with 28 or more instances in the layout]
cell type and n:
dfxtp_1 1480, clkdlybuf4s50_1 386, clkbuf_16 142, ha_1 120
a21oi_1 68, xnor2_1 58, nor2_1 56, a21o_1 36
o21ai_0 36, xor2_1 36, nor3_1 32, inv_1 28
[critical path: stages]
cell and delay (ns):
clkdlybuf4s50_1 0.43, fa_1 0.46, fa_1 0.41, a21oi_1 0.21, o21ai_1 0.12, a31o_1 0.26, a221o_1 0.33, a211oi_2 0.29
o21ai_1 0.10, xor2_1 0.15
Power and IR drop assume default switching activity.
