[design/flow/run.sh]
#!/bin/bash
# OpenROAD 26Q1-2900-gdf79404cd8, Yosys 0.63+post, stock flow scripts
make -C /OpenROAD-flow-scripts/flow DESIGN_CONFIG=/design/flow/config.mk WORK_HOME=/design/flow/orfs finish
[design/flow/config.mk]
export PLATFORM = sky130hd
export DESIGN_NAME = top
export DESIGN_NICKNAME = top
export VERILOG_FILES = /design/flow/design.v
export SDC_FILE = /design/flow/constraint.sdc
export NUM_CORES = 4
export LEC_CHECK = 1
export CORE_UTILIZATION = 30
[design/flow/constraint.sdc]
current_design top

set clk_period 100.2
set clk_io_pct 0.2

create_clock -name clk0 -period $clk_period [get_ports {clk}]

set non_clock_inputs [all_inputs -no_clocks]
set_input_delay [expr $clk_period * $clk_io_pct] -clock clk0 $non_clock_inputs
set_output_delay [expr $clk_period * $clk_io_pct] -clock clk0 [all_outputs]
[design/flow/design.v]
`timescale 1ns / 1ps
module full_adder(
    input a,
    input b,
    input cin,
    output sum,
    output cout
);
    wire axorb;
    wire aandb;
    wire axorbandcin;
    xor(axorb, a, b);
    xor(sum, axorb, cin);
    and(aandb, a, b);
    and(axorbandcin, axorb, cin);
    or(cout, aandb, axorbandcin);
endmodule
`timescale 1ns / 1ps
module part1 #(
    parameter SIZE = 16
)(
    input [SIZE-1:0] a,
    input [SIZE-1:0] b,
    input cin,
    output [SIZE-1:0] s,
    output cout
);
    wire [SIZE-1:0] sum_track;
    wire [SIZE:0] c;
    assign c[0] = cin;
    genvar i;
    generate
        for (i = 0; i < SIZE; i = i + 1) begin : gen_full_adders
            full_adder full_adder_instance(.a(a[i]), .b(b[i]), .cin(c[i]), .sum(s[i]), .cout(c[i + 1]));
        end
    endgenerate
    assign cout = c[SIZE];
endmodule
`timescale 1ns / 1ps
module part2(
    input clk,
    input [127:0] a,
    input [127:0] b,
    input cin,
    output [127:0] s,
    output cout
);
    reg [31:0] pipe2_indelay1;
    reg [31:0] pipe3_indelay1;
    reg [31:0] pipe3_indelay2;
    reg [31:0] pipe4_indelay1;
    reg [31:0] pipe4_indelay2;
    reg [31:0] pipe4_indelay3;
    reg [31:0] pipe5_indelay1;
    reg [31:0] pipe5_indelay2;
    reg [31:0] pipe5_indelay3;
    reg [31:0] pipe5_indelay4;
    reg [31:0] pipe6_indelay1;
    reg [31:0] pipe6_indelay2;
    reg [31:0] pipe6_indelay3;
    reg [31:0] pipe6_indelay4;
    reg [31:0] pipe6_indelay5;
    reg [31:0] pipe7_indelay1;
    reg [31:0] pipe7_indelay2;
    reg [31:0] pipe7_indelay3;
    reg [31:0] pipe7_indelay4;
    reg [31:0] pipe7_indelay5;
    reg [31:0] pipe7_indelay6;
    reg [31:0] pipe8_indelay1;
    reg [31:0] pipe8_indelay2;
    reg [31:0] pipe8_indelay3;
    reg [31:0] pipe8_indelay4;
    reg [31:0] pipe8_indelay5;
    reg [31:0] pipe8_indelay6;
    reg [31:0] pipe8_indelay7;
    wire [15:0] sum_out1;
    wire [15:0] sum_out2;
    wire [15:0] sum_out3;
    wire [15:0] sum_out4;
    wire [15:0] sum_out5;
    wire [15:0] sum_out6;
    wire [15:0] sum_out7;
    wire [15:0] sum_out8;  
    reg [15:0] pipe1_outdelay1;
    reg [15:0] pipe1_outdelay2;
    reg [15:0] pipe1_outdelay3;
    reg [15:0] pipe1_outdelay4;
    reg [15:0] pipe1_outdelay5;
    reg [15:0] pipe1_outdelay6;
    reg [15:0] pipe1_outdelay7;
    reg [15:0] pipe2_outdelay1;
    reg [15:0] pipe2_outdelay2;
    reg [15:0] pipe2_outdelay3;
    reg [15:0] pipe2_outdelay4;
    reg [15:0] pipe2_outdelay5;
    reg [15:0] pipe2_outdelay6;
    reg [15:0] pipe3_outdelay1;
    reg [15:0] pipe3_outdelay2;
    reg [15:0] pipe3_outdelay3;
    reg [15:0] pipe3_outdelay4;
    reg [15:0] pipe3_outdelay5;
    reg [15:0] pipe4_outdelay1;
    reg [15:0] pipe4_outdelay2;
    reg [15:0] pipe4_outdelay3;
    reg [15:0] pipe4_outdelay4;
    reg [15:0] pipe5_outdelay1;
    reg [15:0] pipe5_outdelay2;
    reg [15:0] pipe5_outdelay3;
    reg [15:0] pipe6_outdelay1;
    reg [15:0] pipe6_outdelay2;
    reg [15:0] pipe7_outdelay1;
    wire pipe1_carry;
    wire pipe2_carry;
    wire pipe3_carry;
    wire pipe4_carry;
    wire pipe5_carry;
    wire pipe6_carry;
    wire pipe7_carry; 
    wire pipe8_carry;
    part1 #(.SIZE(16)) full_adder_one(.a(a[15:0]), .b(b[15:0]), .cin(cin), .s(sum_out1), .cout(pipe1_carry));
    part1 #(.SIZE(16)) full_adder_two(.a(pipe2_indelay1[31:16]), .b(pipe2_indelay1[15:0]), .cin(pipe1_carry), .s(sum_out2), .cout(pipe2_carry));
    part1 #(.SIZE(16)) full_adder_three(.a(pipe3_indelay2[31:16]), .b(pipe3_indelay2[15:0]), .cin(pipe2_carry), .s(sum_out3), .cout(pipe3_carry));
    part1 #(.SIZE(16)) full_adder_four(.a(pipe4_indelay3[31:16]), .b(pipe4_indelay3[15:0]), .cin(pipe3_carry), .s(sum_out4), .cout(pipe4_carry));
    part1 #(.SIZE(16)) full_adder_five(.a(pipe5_indelay4[31:16]), .b(pipe5_indelay4[15:0]), .cin(pipe4_carry), .s(sum_out5), .cout(pipe5_carry));
    part1 #(.SIZE(16)) full_adder_six(.a(pipe6_indelay5[31:16]), .b(pipe6_indelay5[15:0]), .cin(pipe5_carry), .s(sum_out6), .cout(pipe6_carry));
    part1 #(.SIZE(16)) full_adder_seven(.a(pipe7_indelay6[31:16]), .b(pipe7_indelay6[15:0]), .cin(pipe6_carry), .s(sum_out7), .cout(pipe7_carry));
    part1 #(.SIZE(16)) full_adder_eight(.a(pipe8_indelay7[31:16]), .b(pipe8_indelay7[15:0]), .cin(pipe7_carry), .s(sum_out8), .cout(pipe8_carry));
    assign cout = pipe8_carry;
    assign s = {sum_out8, pipe7_outdelay1, pipe6_outdelay2, pipe5_outdelay3, pipe4_outdelay4, pipe3_outdelay5, pipe2_outdelay6, pipe1_outdelay7};
    always @(posedge clk) begin
        pipe2_indelay1 <= {a[31:16], b[31:16]};
        pipe3_indelay1 <= {a[47:32], b[47:32]};
        pipe3_indelay2 <= pipe3_indelay1;
        pipe4_indelay1 <= {a[63:48], b[63:48]};
        pipe4_indelay2 <= pipe4_indelay1;
        pipe4_indelay3 <= pipe4_indelay2;
        pipe5_indelay1 <= {a[79:64], b[79:64]};
        pipe5_indelay2 <= pipe5_indelay1;
        pipe5_indelay3 <= pipe5_indelay2;
        pipe5_indelay4 <= pipe5_indelay3;
        pipe6_indelay1 <= {a[95:80], b[95:80]};
        pipe6_indelay2 <= pipe6_indelay1;
        pipe6_indelay3 <= pipe6_indelay2;
        pipe6_indelay4 <= pipe6_indelay3;
        pipe6_indelay5 <= pipe6_indelay4;
        pipe7_indelay1 <= {a[111:96], b[111:96]};
        pipe7_indelay2 <= pipe7_indelay1;
        pipe7_indelay3 <= pipe7_indelay2;
        pipe7_indelay4 <= pipe7_indelay3;
        pipe7_indelay5 <= pipe7_indelay4;
        pipe7_indelay6 <= pipe7_indelay5;
        pipe8_indelay1 <= {a[127:112], b[127:112]};
        pipe8_indelay2 <= pipe8_indelay1;
        pipe8_indelay3 <= pipe8_indelay2;
        pipe8_indelay4 <= pipe8_indelay3;
        pipe8_indelay5 <= pipe8_indelay4;
        pipe8_indelay6 <= pipe8_indelay5;
        pipe8_indelay7 <= pipe8_indelay6;
        pipe1_outdelay1 <= sum_out1;
        pipe1_outdelay2 <= pipe1_outdelay1;
        pipe1_outdelay3 <= pipe1_outdelay2;
        pipe1_outdelay4 <= pipe1_outdelay3;
        pipe1_outdelay5 <= pipe1_outdelay4;
        pipe1_outdelay6 <= pipe1_outdelay5;
        pipe1_outdelay7 <= pipe1_outdelay6;
        pipe2_outdelay1 <= sum_out2;
        pipe2_outdelay2 <= pipe2_outdelay1;
        pipe2_outdelay3 <= pipe2_outdelay2;
        pipe2_outdelay4 <= pipe2_outdelay3;
        pipe2_outdelay5 <= pipe2_outdelay4;
        pipe2_outdelay6 <= pipe2_outdelay5;
        pipe3_outdelay1 <= sum_out3;
        pipe3_outdelay2 <= pipe3_outdelay1;
        pipe3_outdelay3 <= pipe3_outdelay2;
        pipe3_outdelay4 <= pipe3_outdelay3;
        pipe3_outdelay5 <= pipe3_outdelay4;
        pipe4_outdelay1 <= sum_out4;
        pipe4_outdelay2 <= pipe4_outdelay1;
        pipe4_outdelay3 <= pipe4_outdelay2;
        pipe4_outdelay4 <= pipe4_outdelay3;
        pipe5_outdelay1 <= sum_out5;
        pipe5_outdelay2 <= pipe5_outdelay1;
        pipe5_outdelay3 <= pipe5_outdelay2;
        pipe6_outdelay1 <= sum_out6;
        pipe6_outdelay2 <= pipe6_outdelay1;
        pipe7_outdelay1 <= sum_out7;
    end
endmodule
`timescale 1ns / 1ps
module top(
    input clk,
    input rst,
    output reg [128:0] result
    );
    reg [127:0] inputA;
    reg [127:0] inputB;
    wire [127:0] tmp_result;
    wire cout;
    part2 part2_inst( .clk(clk), .a(inputA), .b(inputB), .cin(1'b0), .s(tmp_result), .cout(cout)); 
    always@(posedge clk)
    begin
        result <= {cout,tmp_result};
        if (rst) begin
            inputA <= 128'b0;
            inputB <= 128'b0;
        end else begin
            inputA <= inputA + 128'b1;
            if (inputA == 128'hFFFFFFFFFFFFFFFFFFFFFFFFFFFFFFF)
            begin
                inputB <= inputB + 128'b1;
            end
        end
    end
endmodule
==> results.cfg <==
; flow metrics
[sta]
final.setup.tns_ns = 0
rsz_0062_raised_after_global_routing = false
slew_headroom = 0.404
worst_pin_slew_ns = 0.895
final-setup-viol-count = 0
slew_violations = 0
period_used_share = 0.514
hold_slack_ns = 0.297
timing.final.crit_period_ns = 51.46
timing.final.ws_setup_ns = 48.74
maxClockFrequency_mhz = 19.4
finalHoldViolations = 0
timing.clock.skew_ns = 0.0444

[final_layout]
largestRegisters = result (129), inputA (128), inputB (128)
layout.cells.non_filler = 5737
syn_to_final_growth_pct = 20.9
register_ranked_first_by_flip_flop_count = result
number_of_filler_cells_placed_in_the_layout = 14215
flop_area_um2 = 34600
final_core_utilization = 0.368
layout-drive-gt1-share = 0.0927
final_design_area_no_fill_um2 = 55400
largest_register_ffs = 129
mi_logic_area_um2 = 10700

[setup_path]
crit_path_max_fanout = 4
critical_path.reg2reg.startpoint = inputB[0]
crit-reg2reg-capture = result[127]
timing.critical_path.slowest_cell_delay_ns = 0.50
library_cell_appearing_most_often_on_the_critical_path = fa_1
timing.reg2reg.worst_path_depth = 130
setup.reg_to_reg.worst_slack_ns = 48.74
criticalPathCategory = reg -> reg
required_ns = 100.93
critical_path.slowest_cell = fa_1
data_arrival_time_of_the_worst_path_ns = 52.19
endpoint_class_of_the_critical_path = flop
worstSetupStartpointType = flop

[power]
finalPower_mw = 1.34
sw_ratio = 0.199
power.combinational.fraction = 0.002
p_leak_nw = 20.3
share_seq_of_total_power = 0.514
clock_power_share = 0.484
internal_power_contribution_mw = 1.07
p_switching_mw = 0.266
ir_drop_mv = 0.0138
pwr_cell_area_nw_per_um2 = 24.2

[route]
avgViaCountPerCell = 4.29
drc = 0
drt-wirelength-per-cell_um = 15.8
vias = 24633
drt_iter0_drc = 1487
wirelength_um = 90900
final_antenna_net_count = 0
drt_pass1_iterations = 5

[placed_design]
placement.cell_area_um2 = 49500
preCtsSetupSlack_ns = 48.86
buffer_ports.inserted = 130
placedCellCount = 5434
detailed_place_hpwl_um = 60400
gp_congestion = 0.899

[clock_tree]
postCtsResizedCells = 0
cts.sinks = 1729
cts_tree = built
cts_hold_buffers = 0
cts_made_buffers = 165
clock_insertion_delay_worst_skew_ns = 0.79
path_clk_slew_ns = 0.06
h_tree_depth = 4
clock_tree.buffer_depth = 3
clock-root-buffer = clkbuf_16
cts_post_setup_buffers_inserted = 0

[grt]
grt_antenna_before_repair = 4
grt_start_max_net_pins = 141
grt_util_all_layers = 0.124
grt.overflow.total = 0
grt_pass1_vias = 23777
grt_pass1_wl_um = 141000

[synthesis]
simple_gate_area_frac = 0.117
synthesis.area_per_instance_um2 = 13.7
yosys_cell_count = 3347
synth_chip_area_um2 = 45800
post_synthesis_cells = 3347
flop_cell = dfxtp_1
muxShareOfSynthArea = 0.00219
ys_seq_frac = 0.756
syn_area_um2 = 45800
share_of_synthesized_cell_area_in_full_adder_half_adder_and_majority_cells = 0.0563
synth-edff-count = 0
async_reset_ff_frac = 0
synth.cellmix.xorXnorShare = 0.0178
synth.logic.top_family = simple AND/OR/NAND/NOR gates
synthesis.yosys.warnings = 2
post_synth_ao_oa_area_fraction = 0.0393
synth_flop_count = 1729
distinct_cell_type_count_of_the_synthesized_netlist = 45

[floorplanning]
rows = 142
die_height_um = 393
core-area_um2 = 151000
number_of_placed_i_o_pins = 131
die-area_um2 = 154000
initial_utilization = 0.304
die_w_um = 393

[hold_path]
worst_hold_path.num_cells = 0
min-delay-start = part2_inst.pipe8_indelay2[27]
hold_path_class = reg -> reg
hold_end = part2_inst.pipe8_indelay3[27]

[status]
status = complete, no violations

[run]
warning_count = 29
maxCapViolations = 0
-- power by group through the flow --
stage / Sequential [mW] / Combinational, mW / Clock, mW
6_report: 0.689 / 0.00255 / 0.647
4_1_cts: 0.689 / 0.00261 / 0.667
5_1_grt: 0.688 / 0.00280 / 0.699
-- cells by family (layout without fill, tap and decap cells) --
| kind of cell | after synthesis | count (layout) |
|---|---|---|
| XOR/XNOR | 93 | 93 |
| other | 0 | 1 |
| adder cells (fa/ha/maj) | 130 | 130 |
| AND-OR/OR-AND | 303 | 303 |
| buffers and inverters | 124 | 497 |
| AND/OR/NAND/NOR | 959 | 959 |
| multiplexers | 9 | 9 |
| flip-flops | 1729 | 1729 |
-- cell usage in the layout, fill, tap and decap left out, types with 34 or more instances in the layout --
cell type           n
nand2_1           122
nand3_1           138
clkdlybuf4s50_1   129
fa_1              127
o21ai_0            42
xor2_1             38
inv_1              34
o31ai_1           105
nand4_1           119
dfxtp_1          1729
nor3_1             58
or3_1              61
and3_1             38
nor2_1            164
nor4_1             61
or4_1             123
a21oi_1           151
xnor2_1            55
clkbuf_16         166
-- layout make-up --
class	count	area share
antenna	1	0.0000452
clock inverter	85	0.0227
clock buffer	217	0.0832
timing repair buffer	161	0.0280
multi-input combinational	1494	0.193
inverter	34	0.00230
sequential	1729	0.625
tap	2016	0.0456
-- critical path, delay by kind of cell (launching register included) --
| family | cells | cell delay [ns] |
|---|---|---|
| adder cells (fa/ha/maj) | 128 | 50.89 |
| flip-flops | 1 | 0.34 |
| buffers and inverters | 2 | 0.15 |
-- how the worst max path moves through the flow --
| stage | startpoint | to | cells after the start |
|---|---|---|---|
| finish | inputB[0] | result[127] | 130 |
| global route | inputB[0] | result[127] | 130 |
| CTS | inputB[0] | result[127] | 130 |
-- synthesized netlist by cell type, types with 19 or more instances --
cell type / instances / area share
nor3_1: 58 / 0.0063
clkbuf_1: 75 / 0.0061
o31ai_1: 105 / 0.017
a21oi_1: 151 / 0.017
and3_1: 38 / 0.0052
o21ai_0: 42 / 0.0046
xor2_1: 38 / 0.0073
nand4_1: 119 / 0.016
inv_1: 34 / 0.0028
nor2_1: 164 / 0.013
nor4_1: 64 / 0.0087
xnor2_1: 55 / 0.011
fa_1: 127 / 0.056
or4_1: 123 / 0.020
nand3_1: 138 / 0.015
or3_1: 61 / 0.0083
dfxtp_1: 1729 / 0.76
and4_1: 19 / 0.0036
nand2_1: 122 / 0.010
-- layer usage --
metal  GRT usage  vias to the layer above  routed length, µm
met5           0                        -                 21
met4      0.0438                        4               3540
met3      0.0379                      208               7060
met2       0.176                      715              39300
met1       0.184                    11586              41000
li1            -                    12120                  -
Power is estimated from default activity; no workload was simulated.
